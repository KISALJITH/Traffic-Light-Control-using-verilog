==> design.v <==
module Traffic_Light_Controller(
  input clk, rst,
  output reg [2:0]light_M1,
  output reg [2:0]light_S,
  output reg [2:0]light_MT,
  output reg [2:0]light_M2
);
  parameter S1=0,S2=1, S3=2, S4=3, S5=4, S6=5;
  reg [3:0]count;
  reg[2:0] ps;
  parameter sec7=7,sec5=5, sec2=2, sec3=3;
  always@(posedge clk or posedge rst)
    begin
      if (rst==1)
        begin
          ps<=S1;
          count<=0;
        end
      else
        case(ps)
          S1: if(count<sec7)
            begin
              ps<=S1;
              count<=count+1;
            end
          else
            begin
              ps<=S2;
              count<=0;
            end
          S2: if(count<sec2)
            begin
              ps<=S2;
              count<=count+1;
            end
          else
            begin
              ps<=S3;
              count<=0;
            end
          S3: if(count<sec5)
            begin
              ps<=S3;
              count<=count+1;
            end
          else
            begin
              ps<=S4;
              count<=0;
            end
          S4: if(count<sec2)
            begin
              ps<=S4;
              count<=count+1;
            end
          else
            begin
              ps<=S5;
              count<=0;
            end
          S5: if(count<sec3)
            begin
              ps<=S5;
              count<=count+1;
            end
          else
            begin
              ps<=S6;
              count<=0;
            end
          S6: if(count<sec2)
            begin
              ps<=S1;
              count<=count+1;
            end
          else
            begin
              ps<=S2;
              count<=0;
            end
          default: ps<=S1;
          endcase
            end
            always@ (ps)
              begin
                case(ps)
                  S1:
                    begin
                      light_M1<=3'b001;
                      light_M2<=3'b001;
                      light_MT<=3'b100;
                      light_S<=3'b100;
                    end
                   S2:
                    begin
                      light_M1<=3'b001;
                      light_M2<=3'b010;
                      light_MT<=3'b100;
                      light_S<=3'b100;
                    end
                   S3:
                    begin
                      light_M1<=3'b001;
                      light_M2<=3'b100;
                      light_MT<=3'b001;
                      light_S<=3'b100;
                    end
                   S4:
                    begin
                      light_M1<=3'b010;
                      light_M2<=3'b100;
                      light_MT<=3'b010;
                      light_S<=3'b100;
                    end
                   S5:
                    begin
                      light_M1<=3'b100;
                      light_M2<=3'b100;
                      light_MT<=3'b100;
                      light_S<=3'b001;
                    end
                   S6:
                    begin
                      light_M1<=3'b100;
                      light_M2<=3'b100;
                      light_MT<=3'b100;
                      light_S<=3'b100;
                    end
                   default:
                    begin
                      light_M1<=3'b000;
                      light_M2<=3'b000;
                      light_MT<=3'b000;
                      light_S<=3'b000;
                    end
                endcase
              end
            endmodule
==> run.sh <==
#!/bin/bash
# OpenROAD 26Q1-2900-gdf79404cd8, Yosys 0.63+post, stock flow scripts
make -C /OpenROAD-flow-scripts/flow DESIGN_CONFIG=/design/flow/config.mk WORK_HOME=/design/flow/orfs finish
==> config.mk <==
export PLATFORM = sky130hd
export DESIGN_NAME = Traffic_Light_Controller
export DESIGN_NICKNAME = Traffic_Light_Controller
export VERILOG_FILES = /design/flow/design.v
export SDC_FILE = /design/flow/constraint.sdc
export NUM_CORES = 4
export LEC_CHECK = 1
export CORE_AREA = 10 10 84 84
export DIE_AREA = 0 0 94 94
==> constraint.sdc <==
current_design Traffic_Light_Controller

set clk_period 2.1
set clk_io_pct 0.2

create_clock -name clk0 -period $clk_period [get_ports {clk}]

set non_clock_inputs [all_inputs -no_clocks]
set_input_delay [expr $clk_period * $clk_io_pct] -clock clk0 $non_clock_inputs
set_output_delay [expr $clk_period * $clk_io_pct] -clock clk0 [all_outputs]
==> impl.org <==
#+TITLE: Implementation results

** Timing
- Final-layout worst hold slack :: 0.474 ns
- The routed design could run at a clock period as short as 2.05 ns.
- The last timing report of the flow puts the setup violation total at 0.
- Worst Clk Skew :: 0.00348 ns
- Dividing the final minimum period by the clock period gives 97.5%.
- Number of pins exceeding their max-slew limit in the final report :: 0
- The worst path meets setup with 0.0528 ns of slack.
- The final hold violation count recorded for this run is 0.
- Setup total negative slack on the finished layout was measured at 0 ns.
- Timing would allow up to 488 MHz.

** Floorplan
- Height of the chip :: 94 um
- Die Outline Area :: 0.00884 mm^2
- The floorplan step defined a core boundary enclosing 0.00520 mm^2.
- The floorplan report gives the top-level pin count as 14.
- Std-Cell Rows :: 26
- For this configuration, the core starts out at a cell density of 12.4%.
- The horizontal die dimension reported for this design is 94 um.

** Finish
- Fraction of layout instances using a drive strength above 1 :: 27.3%
- Between the synthesized netlist and the finished layout, the area growth was recorded as 38.8%.
- The finished cells cover 896 um^2.
- Measured on the finished design, the core utilization comes to 17.2%.

** Clocking
- TritonCTS Sinks :: 10
- The report puts the hold buffer count at CTS at 0.
- CTS buffer count :: 3
- CTS tree :: built
- Clock slew at the register clock pins of the worst setup and hold paths :: 0.05 ns
- Number of buffers on the longest clock path :: 2
- H-Tree Level Count :: 1
- In this run the clock root is driven by a sky130_fd_sc_hd__clkbuf_8.
- Clock network latency to the later pin of the worst-skew pair :: 0.23 ns

** Logic synthesis
- The synthesis stats list as the most numerous cell sky130_fd_sc_hd__dfrtp_1.
- In the post-synthesis netlist, the biggest area contributors are sky130_fd_sc_hd__dfrtp_1 (35%), sky130_fd_sc_hd__clkbuf_1 (4.7%), sky130_fd_sc_hd__inv_1 (4.7%).
- Register area share after synthesis :: 39.0%
- In the synthesis report, Yosys lists the chip area as 646 um^2.
- By count the netlist is led by sky130_fd_sc_hd__dfrtp_1 (9), sky130_fd_sc_hd__clkbuf_1 (8), sky130_fd_sc_hd__inv_1 (8).
- In the Yosys report the total cell count is 67.
- Area leader share :: 34.9%
- The cell type that accounts for the most area after synthesis is sky130_fd_sc_hd__dfrtp_1.
- Number of library cell types mapped by synthesis :: 35
- Counting every instance in the synthesized netlist gives 67.
- Post-synth EDFFs :: 0
- Number of warnings printed during yosys synthesis :: 1
- Post-synthesis cell area :: 646 um^2
- The commonest register cell is sky130_fd_sc_hd__dfrtp_1.
- Each instance of the synthesized netlist takes up on average 9.64 um^2.
- Async set or reset register ratio after synthesis :: 100%
- Per the synth log, the flip-flop and latch total comes to 10.

** Worst setup path
- The worst setup path is captured at a primary output.
- The critical path is of the flip-flop to primary output type.
- Kind of launch point of the worst setup path :: flip-flop
- For the worst setup path, the data required time is 1.68 ns.
- Signal arrival time at the worst endpoint :: 1.63 ns
- CP max FO :: 4

** Placed design
- In this run the cell area measured after placement is 816 um^2.
- Post-DP HPWL :: 1070 um
- After its last routability iteration, the placer logged a weighted congestion of 0.833.
- Worst setup timing slack at the placement stage :: 0.233 ns
- Number of buffer cells added on primary ports :: 12

** Power
- Power per standard cell area :: 485 mW/mm^2
- Clk network pwr share :: 54.2%
- Cell internal power was estimated by the tool at 359 uW.
- Sequential cells burn 44.5% of the power.
- Summed over all cells, the static leakage comes to 0.386 nW.
- Gate power share :: 1.3%
- Switching power share of the total :: 17.3%
- IR drop worst, VDD :: 221 uV
- In this run the power spent charging and discharging nets is 75.4 uW.

** Detailed routing
- In the log, the iteration count for the first detailed-route pass is 4.
- Across all layers, the routed design uses 528 vias.
- The detailed router reported a total wirelength of 1440 um.
- The script logs the mean routed wire length per placed instance as 9.77 um.
- Vias per cell :: 3.59
- Initial DRC Count :: 18
- Nets still carrying antenna violations after routing amount to 0.
- For this run, the script counts the antenna cells in the layout as 0.
- In the routed design, unresolved DRC markers number 0.

** Outcome
- The run finished with clean final reports.

** Global route
- Pin count of the biggest net entering global routing :: 11
- Global-route usage over all layers :: 3.25%
- The via count of the first global-routing pass was 488.
- Initial antenna violation count :: 0
- Per the GRT congestion report, total overflow comes to 0.
- First-pass GRT wire length :: 2360 um

** Job
- Warnings raised by the tools during the run amount to 26.
- Max-cap violations :: 0

** Hold path
- According to the hold report, the worst path is of the input pin to asynchronous set/reset pin type.
-- state kept, by name (all words and copies together), names as in the netlist --
name and flops:
count 4, ps 6
-- placed cells by master (no fill, tap or decap), types with 2 or more instances in the layout --
cell type	n
sky130_fd_sc_hd__o21ai_0	3
sky130_fd_sc_hd__dfrtp_1	9
sky130_fd_sc_hd__a211o_1	2
sky130_fd_sc_hd__nand3_1	2
sky130_fd_sc_hd__clkdlybuf4s50_1	11
sky130_fd_sc_hd__inv_1	7
sky130_fd_sc_hd__ha_1	2
sky130_fd_sc_hd__nor3_1	3
sky130_fd_sc_hd__buf_4	5
sky130_fd_sc_hd__clkbuf_8	4
sky130_fd_sc_hd__nand2_1	2
-- critical path, cell delays in order (launching register included) --
cell and delay, ns:
sky130_fd_sc_hd__dfrtp_1 0.42, sky130_fd_sc_hd__inv_2 0.09, sky130_fd_sc_hd__nand3_2 0.07, sky130_fd_sc_hd__or3_2 0.41, sky130_fd_sc_hd__clkdlybuf4s50_1 0.41
-- metrics by stage --
step	std cells	total power, mW
floorplan	67	0.200
global placement	141	0.203
detailed placement	141	0.203
CTS	146	0.445
global route	147	0.459
finish	147	0.435
-- routing by layer --
metal	vias up	wire (um)	share of wire (%)	track usage [%]
met5	-	0	0	0
met4	0	8	0.56	0.506
met3	2	212	15	2.10
met2	22	597	42	4.55
met1	251	619	43	4.17
li1	253	-	-	-
-- timing repair --
item | CTS | global route
pin swaps | 1 | 1
gates resized | 0 | 4
cloned | 0 | 0
buffers inserted | 1 | 1
setup endpoints to repair | 2 | 3
-- cells by family after synthesis --
logic type,synth area share [%]
buffers and inverters,14.0
adder cells (fa/ha/maj),3.88
multiplexers,1.55
flip-flops,39.0
AND-OR/OR-AND,23.5
other,0.581
AND/OR/NAND/NOR,17.6
-- layout make-up --
class | instances | area (um^2)
repair buffers | 17 | 160
flip-flops and latches | 10 | 251
clock buffers | 4 | 55.1
well taps | 70 | 87.6
multi-input cells | 38 | 312
fillers | 586 | 4310
inverters | 8 | 30.0
-- power groups by stage --
stage	Sequential (mW)	Clock (mW)	Combinational, mW
4_1_cts	0.193	0.245	0.00635
5_1_grt	0.193	0.260	0.00686
6_report	0.193	0.236	0.00586
-- path summary, 6_finish.rpt --
path / start / endpoint / slack, ns / cells after the start
worst max-delay path: ps[2] / light_S[2] / 0.05 / 4
worst min-delay path: rst / count[3] / 0.47 / 2
worst max register to register: ps[2] / count[1] / 0.14 / 5
worst min register to register: ps[3] / ps[2] / 0.54 / 2
max in group asynchronous: rst / ps[0] / 1.30 / 2
min in group clk0: ps[3] / ps[2] / 0.54 / 2
No activity file was given, so power comes from the tool's default toggle rates.
